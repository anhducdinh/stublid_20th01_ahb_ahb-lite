==> design.v <==
module ahb_s2m_s2
(
       input   wire         HRESETn
     , input   wire         HCLK
     , input   wire         HSELd
     , input   wire         HSEL0
     , input   wire         HSEL1
     , output  reg   [31:0] HRDATA
     , output  reg   [ 1:0] HRESP
     , output  reg          HREADY
     , input   wire  [31:0] HRDATA0
     , input   wire  [ 1:0] HRESP0
     , input   wire         HREADY0
     , input   wire  [31:0] HRDATA1
     , input   wire  [ 1:0] HRESP1
     , input   wire         HREADY1
     , input   wire  [31:0] HRDATAd
     , input   wire  [ 1:0] HRESPd
     , input   wire         HREADYd
);
  localparam D_HSEL0 = 3'h1;
  localparam D_HSEL1 = 3'h2;
  localparam D_HSELd = 3'h4;
  wire [2:0] _hsel = {HSELd,HSEL1,HSEL0};
  reg  [2:0] _hsel_reg;
  always @ (posedge HCLK or negedge HRESETn) begin
    if (HRESETn==1'b0)   _hsel_reg <= 3'h0;
    else if(HREADY) _hsel_reg <= _hsel;  
  end
  always @ (_hsel_reg or HREADYd or HREADY0 or HREADY1) begin
    case(_hsel_reg)
      D_HSEL0: HREADY = HREADY0;
      D_HSEL1: HREADY = HREADY1;
      D_HSELd: HREADY = HREADYd;
      default: HREADY = 1'b1;
    endcase
  end
  always @ (_hsel_reg or HRDATAd or HRDATA0 or HRDATA1) begin
    case(_hsel_reg)
      D_HSEL0: HRDATA = HRDATA0;
      D_HSEL1: HRDATA = HRDATA1;
      D_HSELd: HRDATA = HRDATAd;
      default: HRDATA = 32'b0;
    endcase
  end
  always @ (_hsel_reg or HRESPd or HRESP0 or HRESP1) begin
    case(_hsel_reg)
      D_HSEL0: HRESP = HRESP0;
      D_HSEL1: HRESP = HRESP1;
      D_HSELd: HRESP = HRESPd;
      default: HRESP = 2'b01;  
    endcase
  end
endmodule
==> config.mk <==
export PLATFORM = sky130hd
export DESIGN_NAME = ahb_s2m_s2
export DESIGN_NICKNAME = ahb_s2m_s2
export VERILOG_FILES = /design/flow/design.v
export SDC_FILE = /design/flow/constraint.sdc
export NUM_CORES = 4
export LEC_CHECK = 1
export CORE_AREA = 10 10 71 71
export DIE_AREA = 0 0 81 81
==> run.sh <==
#!/bin/bash
# OpenROAD 26Q1-2900-gdf79404cd8, Yosys 0.63+post, stock flow scripts
make -C /OpenROAD-flow-scripts/flow DESIGN_CONFIG=/design/flow/config.mk WORK_HOME=/design/flow/orfs finish
==> constraint.sdc <==
current_design ahb_s2m_s2

set clk_period 5.5
set clk_io_pct 0.2

create_clock -name clk0 -period $clk_period [get_ports {HCLK}]

set non_clock_inputs [all_inputs -no_clocks]
set_input_delay [expr $clk_period * $clk_io_pct] -clock clk0 $non_clock_inputs
set_output_delay [expr $clk_period * $clk_io_pct] -clock clk0 [all_outputs]
==> Changelog: implementation <==
### Implementation results

* Power Dens Cells at around 140 nW/µm²
* Leak at a little over 0.8 nW
* Synthesized area per cell at 6.386 µm²
* PortBufs at 144
* Ys Warns at 1
* Postcts setup bufs at 0
* Fp_density at 23.73%
* Basic Gates by Area at 26.27%
* MaxCap Viol Count at 0
* Yosys Instances at between 100 and 150
* CP max FO at 20
* P&R area growth vs syn at 170.0%
* Final setup margin at about 1.9 ns
* Number of global-route vias before repair at 1445
* Arr. time, crit path at 2.48 ns
* Number of detailed-route iterations in the first pass at 4
* Top comb family, area: AND-OR/OR-AND gates
* Die span in x at 81 µm
* Final WL at 5685 µm
* Minimum clock period at 3.577 ns
* CP Launch Type: flip-flop
* Status: complete, no violations
* Hold Path Class: reg -> reg
* Tool warnings at 26
* Die boundary height at 81 µm
* HP Start: _hsel_reg[1]
* Gr ovfl total at 0
* Synth flops at 3
* Synth cell count leaders: 34 x a22oi_1, 33 x nand2_1, 30 x o21ai_1
* Worst Hold Endpoint: _hsel_reg[2]
* Seq share, synth at approximately 8.7%
* CP Class: reg -> out
* CTS Root Cell: clkbuf_8
* R2r worst-path depth at 4
* Xor/xnor share at 0%
* Core Util, Final at between 60% and 70%
* Delay-heaviest family, CP: buffers and inverters
* Post-synth cell types at 19
* Area leader, netlist: a22oi_1
* Cts repair resizes at 0
* Tightest Pin Transition at 0.6579 ns
* First-pass GRT wire length at 8135 µm
* WHS Path Cells at 3
* CP peak stage delay at 0.62 ns
* Post-CTS Hold Fix Bufs at 0
* Hold_ws at 0.7726 ns
* Biggest area cells: a22oi_1 30%, o21ai_1 17%, nand2_1 14%
* Cell chain of the critical path: nor2b_2 -> buf_4 -> a22oi_1 -> o21ai_0 -> clkdlybuf4s50_1
* Number of CTS-inserted buffers at 3
* # diodes at 0
* Worst-path clk slew at 0.03 ns
* H-tree lvl count at 1
* Clock Sinks at 3
* Max transition margin at a little under three fifths
* Fa+ha+maj area frac at 0%
* HPWL after DPL at around 4600 µm
* Setup Skew at 0.0003786 ns
* Synth mux share at 0%
* CTS max path bufs at 2
* Fin crit share at 65.04%
* Area of the core at 3633 µm²
* Largest net degree at the start of global routing at 38
* Synthesized cell area at 862.1 µm²
* Reg-to-reg slack, setup at 3.96 ns
* Synth async-reset ratio at 100.0%
* IO Pins at approximately 150
* RSZ-0062 raised after global routing: no
* Final Max Tran Viols at 0
* Worst slack, placed at 1.984 ns
* Layout cell share with drive strength beyond 1 at 4.779%
* CP bufs+invs at 2
* # rows at 22
* Routability cong. at 0.8591
* Placed Instances at between 300 and 400
* Gr usage total at 15.59%
* Top cell area share at 29.61%
* Chip footprint at approximately 6600 µm²
* Top-count cell post-synth: a22oi_1
* Avg WL per Cell at roughly 18 µm
* Synth Flop Type: dfrtp_1
* Number of hold violations in the final report at 0
* EDFF count, synth at 0
* Non-Filler Instances at ~320
* Worst r2r src: _hsel_reg[0]
* R2r endpoint: _hsel_reg[1]
* CTS tree: done
* DRC at 0
* Worst vdd ir at roughly 200 µV
* Clock latency (worst-skew pair) at between 0.2 and 0.25 ns
* Crit. End Element: output pin
* Critical Path RT at 4.40 ns
* Post-Synthesis Cells at 135
* Fmax at ~280 MHz
* Max reg flops at 3
* Initial antenna violation count at 0
* Setup-failing EPs final at 0
* Iter 0 DRT Violations at 81
* Yosys Chip Area at ~860 µm²
* Antenna Nets Post-Route at 0
* Yosys aoi share at between 50% and 60%
* Vias per inst at about 4.8
* CP max-delay cell: nor2b_2
* Vias at roughly 1500
* Setup TNS Final at 0 ns
==> layout by cell type (no fill, tap or decap), types with 3 or more instances in the layout <==
| master | count |
|---|---|
| clkdlybuf4s50_1 | 144 |
| a22oi_1 | 34 |
| nand2_1 | 33 |
| o21ai_1 | 30 |
| buf_4 | 4 |
| nor3_1 | 3 |
| o21ai_0 | 3 |
| nor2_1 | 3 |
| dfrtp_1 | 3 |
| clkbuf_8 | 3 |
==> area by class of cell <==
cell class / instances / area (µm²)
sequential: 3 / 75.07
clock buffer: 4 / 45.04
inverter: 2 / 7.507
timing repair buffer: 148 / 1471
fill: 332 / 1306
multi-input combinational: 115 / 668.1
tap: 48 / 60.06
==> routing by layer <==
metal	wire (µm)	up-vias	GRT usage, %
met5	0	-	0
met4	0	0	0
met3	706	0	6.682
met2	2588	89	25.80
met1	2390	674	19.70
li1	-	778	-
==> metrics by stage <==
step           power (mW)  area (µm²)
4_1_cts            0.3247        2327
6_report           0.3202        2327
3_5_place_dp       0.2602        2282
3_3_place_gp       0.2594        2282
2_1_floorplan      0.1092       862.1
5_1_grt            0.3464        2327
==> worst min-delay path, stage by stage (launching register included) <==
cell and delay (ns):
dfrtp_1 0.48, nor4b_2 0.11, nor2_1 0.08, nor3_1 0.05
==> where the power goes <==
group | switching, mW | internal (mW)
clock | 0.0129 | 0.0493
sequential | 0.00413 | 0.0247
combinational | 0.0734 | 0.156
==> worst max path at each step <==
| stage | from | to | slack [ns] | depth (start not counted) |
|---|---|---|---|---|
| 4_1_cts | _hsel_reg[2] | HRDATA[24] | 1.90 | 5 |
| 5_1_grt | _hsel_reg[2] | HRDATA[24] | 1.79 | 5 |
| 6_report | _hsel_reg[2] | HRDATA[24] | 1.92 | 5 |
==> cell families (layout without fill, tap and decap cells) <==
family                 Yosys count  after routing
AND-OR/OR-AND                   69             69
flip-flops                       3              3
AND/OR/NAND/NOR                 46             46
buffers and inverters           17            154
Power and IR drop assume default switching activity.
